`flow/config.mk`:
```
export PLATFORM = sky130hd
export DESIGN_NAME = matrix_2x2_multiplier
export DESIGN_NICKNAME = matrix_2x2_multiplier
export VERILOG_FILES = /design/flow/design.v
export SDC_FILE = /design/flow/constraint.sdc
export NUM_CORES = 4
export LEC_CHECK = 1
export CORE_UTILIZATION = 40
```
`flow/run.sh`:
```
#!/bin/bash
# OpenROAD 26Q1-2900-gdf79404cd8, Yosys 0.63+post, stock flow scripts
make -C /OpenROAD-flow-scripts/flow DESIGN_CONFIG=/design/flow/config.mk WORK_HOME=/design/flow/orfs finish
```
`flow/constraint.sdc`:
```
current_design matrix_2x2_multiplier

set clk_period 16.2
set clk_io_pct 0.2

create_clock -name clk0 -period $clk_period

set non_clock_inputs [all_inputs -no_clocks]
set_input_delay [expr $clk_period * $clk_io_pct] -clock clk0 $non_clock_inputs
set_output_delay [expr $clk_period * $clk_io_pct] -clock clk0 [all_outputs]
```
`flow/design.v`:
```
module matrix_2x2_multiplier (
    input  [7:0] a11, a12, a21, a22,
    input  [7:0] b11, b12, b21, b22,
    output [15:0] c11, c12, c21, c22
);
    assign c11 = (a11 * b11) + (a12 * b21);
    assign c12 = (a11 * b12) + (a12 * b22);
    assign c21 = (a21 * b11) + (a22 * b21);
    assign c22 = (a21 * b12) + (a22 * b22);
endmodule
```
==> notes.md <==
This memo summarizes the results of the implementation run.

Clocking
The number of instances resized during post-cts repair is 0. The post-CTS setup repair buffer count is 0. Buffers inserted to repair hold after CTS numbered 0.

Yosys
The area recorded from the Yosys report for this design is 17,600 um^2. Sequential elements use 0% of the synthesized area. The cell count in the Yosys report is 2,021. Dividing the synthesized area by the synthesized cell count gives 8.73 um^2. The count of distinct cell types in the synthesized netlist is 43. The total number of yosys warnings is 0. In this run the cell area of the synthesized design comes to 17,600 um^2. The gate count of the mapped netlist is 2,021.

Global route
The met2 track demand over resource in global routing is 34.3%. met2 is the most crowded layer. The number of antenna violations at the first check in global routing was 1.

In the global route stage, met3 resource usage came out at 4.83%. Entering global routing, the biggest net connects 17 pins. Routing resource usage on met1 recorded by global route was 29.0%. The global route total overflow is 0. The global-route usage over all layers is 20.4%. The via count of the first global-routing pass was 13,700. The first-pass GRT wire length is 68.6 mm.

Run
The tool flagged a number of max-cap violations equal to 0. Warnings raised by the tools during the run amount to 32.

Drt
The detail-routed via count per cell is 4.76. The via total after detailed routing is 12,800. Wires add up to 40.3 mm.

The average routed wire per standard cell is 15.0 um. Per the log, the first TritonRoute iteration ended with a DRC count of 348. The pre-antenna-repair detailed-routing pass consisted of 4 iterations. The count of nets left with antenna violations after detail routing is 0. In the routed design, unresolved DRC markers number 0.

The count of antenna diodes in the layout is 0.

Placement
The count of input and output buffers is 128. The congestion estimate from routability-driven global placement came to 0.880. In the placement report, post-DP HPWL is listed as 34.0 mm.

Floorplanning
The die width is 212 um. The overall chip area is 44,900 um^2. The starting density of the core is 40.8%. The total number of placement rows is 76. In this run the vertical extent of the chip is 212 um.

The floorplan step defined a core boundary enclosing 43,300 um^2. The I/O pin count is 128.

Timing
Max-slew check failures listed in the final report amount to 0. The setup TNS after final layout is 0 ns. The final count of negative-setup-slack endpoints is 0.

The upper clock frequency limit is 77.7 MHz. OpenROAD reports that the post-layout worst path occupies 79.4% of the period. The relative slew slack is 44.3%.

Setup repair after global routing left no endpoint under its margin. The worst hold margin is 7.89 ns. The shortest clock period the worst path allows after layout is 12.87 ns. The worst-margin pin slew is 0.832 ns. The final hold violation count recorded for this run is 0.

Setup path
The type of the worst setup path is input pin to output pin. The worst setup path is captured at an output pin. The endpoint arrival time on the critical path is 9.63 ns. STA classifies the critical path startpoint as an input pin. The largest fanout of any net on the critical path is 16.

For the worst setup path, the data required time is 12.96 ns.

Layout
Cells with a size suffix above 1 make up 1.29% of the layout. The number of sequential storage elements is 0. Per the layout report, the design carries 4,182 filler cells.

The signed area change from the synthesized netlist to the final layout is 10.8%. In the final layout, the clock buffer count is 0. Summing all flip-flop and latch instances after layout gives 0 um^2.

Pwr
The total power divided by cell area is 252 nW/um^2. The maximum resistive drop on vdd is 0.239 mV. The leakage power of the design is 0.0103 uW.

Min path
The min-delay analysis places its worst path in the category input pin to output pin.

Status
The flow ran to the end, and the final reports show no timing, DRC or antenna violations.
## cell usage after synthesis (all sizes together), types with 3 or more instances
library cell,count,area (um^2)
o21bai,7,52.6
nand2,185,694
a211oi,10,75.1
nor4,3,18.8
a31oi,5,31.3
a31o,4,35.0
and2,337,2110
a21o,17,129
ha,252,3150
o21a,4,30.0
and3,3,18.8
nor3,7,40.0
o21ai,35,175
a21oi,36,180
nand3,4,20.0
a211o,4,35.0
xnor2,46,403
clkbuf,65,244
nor2,26,97.6
nand4,4,25.0
inv,546,2050
xor2,15,131
a2111oi,3,45.1
fa,384,7690
## final timing paths
kind,cells past startpoint,start,end,slack [ns]
setup / recovery,18,a11[2],c12[15],3.33
hold / removal,5,a21[0],c21[0],7.89
## per-stage QoR
stage / total power [uW] / std cells / setup slack [ns] / cell area, um^2 / util [%]
3_3_place_gp: 5000 / 2686 / 3.32 / 19500 / 45.1
5_1_grt: 5630 / 2686 / 2.86 / 19500 / 45.1
4_1_cts: 5030 / 2686 / 3.26 / 19500 / 45.1
6_report: 4920 / 2686 / 3.33 / 19500 / 45.1
2_1_floorplan: 2920 / 2021 / 4.90 / 17600 / -
3_5_place_dp: 4990 / 2686 / 3.27 / 19500 / 45.1
## critical path, cell delays in order
cell	delay, ns
clkdlybuf4s50_1	0.85
and2_1	0.41
fa_1	0.50
inv_1	0.05
fa_1	0.47
inv_1	0.05
fa_1	0.47
fa_1	0.45
fa_1	0.52
inv_1	0.05
fa_1	0.48
inv_1	0.04
ha_1	0.34
a211o_1	0.33
or3_1	0.39
a311oi_1	0.34
xnor2_1	0.16
clkdlybuf4s50_1	0.47
## kinds of logic after synthesis
kind of cell	count (synthesis)	synth area share, %
AOI/OAI and AO/OA	135	4.99
xor gates and xnor gates	61	3.03
adders and majority gates	636	61.5
buffers and inverters	611	13.0
and+or+nand+nor	578	17.5
## layout by cell type, fill, tap and decap left out, types with 26 or more instances in the layout
master / instances
fa_1: 384
and2_1: 337
o21ai_0: 35
xnor2_1: 46
ha_1: 252
nand2_1: 185
inv_1: 546
clkdlybuf4s50_1: 128
nor2_1: 26
a21oi_1: 36
## layout make-up
type / instances / area [um^2] / area share [%]
tap: 585 / 732 / 3.75
timing repair buffer: 145 / 1410 / 7.21
multi-input combinational: 1410 / 15300 / 78.5
inverter: 546 / 2050 / 10.5
## power by group
group / internal [uW] / total, uW / switching, uW
combinational: 2680 / 4920 / 2240
clock: 0 / 0 / 0
sequential: 0 / 0 / 0
total: 2680 / 4920 / 2240
## metal layers
metal	wire length (um)	share of wire, %
met5	7	0.017
met4	420	1.0
met3	2430	6.0
met2	20200	50
met1	17300	43
Power and IR drop assume default switching activity.
